## ./config.mk

```make
export PLATFORM = sky130hd
export DESIGN_NAME = seven_segment
export DESIGN_NICKNAME = seven_segment
export VERILOG_FILES = /design/flow/design.v
export SDC_FILE = /design/flow/constraint.sdc
export NUM_CORES = 4
export LEC_CHECK = 1
export CORE_AREA = 10 10 70 70
export DIE_AREA = 0 0 80 80
```

## ./constraint.sdc

```tcl
current_design seven_segment

set clk_period 2.5
set clk_io_pct 0.2

create_clock -name clk0 -period $clk_period [get_ports {clk}]

set non_clock_inputs [all_inputs -no_clocks]
set_input_delay [expr $clk_period * $clk_io_pct] -clock clk0 $non_clock_inputs
set_output_delay [expr $clk_period * $clk_io_pct] -clock clk0 [all_outputs]
```

## ./design.v

```verilog
`default_nettype none
`timescale 1ns/1ps
module seven_segment (
    input wire          clk,            
    input wire          reset,          
    input wire          load,           
    input wire [3:0]    ten_count,      
    input wire [3:0]    unit_count,     
    output reg [6:0]    segments,       
    output reg          digit           
);
reg [3:0] ten_cnt, unit_cnt; 
reg [3:0] decode; 
always @(posedge clk or negedge reset) begin
    if (!reset) begin
        ten_cnt <= 4'b0;
        unit_cnt <= 4'b0;
    end else if (load) begin
        ten_cnt <= ten_count;
        unit_cnt <= unit_count;
    end else begin
    	ten_cnt <= ten_cnt;
    	unit_cnt <= unit_cnt;
    end
end
always @(posedge clk or negedge reset) begin
    if (!reset)begin
        digit <= 1'b0;  
    end else begin
        digit <= ~digit;  
    end
end
always @(*) begin
    case (digit)
        1'b0: decode = ten_cnt;   
        1'b1: decode = unit_cnt;  
        default: decode = 4'b0000; 
    endcase
end
always @(*) begin
    segments = seg7(decode);  
end
function [6:0] seg7;
    input [3:0] counter; 
    begin
        case(counter)
            4'b0000: seg7 = 7'b0111111;   
            4'b0001: seg7 = 7'b0000110;   
            4'b0010: seg7 = 7'b1011011;   
            4'b0011: seg7 = 7'b1001111;   
            4'b0100: seg7 = 7'b1100110;   
            4'b0101: seg7 = 7'b1101101;   
            4'b0110: seg7 = 7'b1111100;   
            4'b0111: seg7 = 7'b0000111;   
            4'b1000: seg7 = 7'b1111111;   
            4'b1001: seg7 = 7'b1100111;   
            default: seg7 = 7'b0000000;    
        endcase
    end
endfunction
endmodule
```

## ./run.sh

```bash
#!/bin/bash
# OpenROAD 26Q1-2900-gdf79404cd8, Yosys 0.63+post, stock flow scripts
make -C /OpenROAD-flow-scripts/flow DESIGN_CONFIG=/design/flow/config.mk WORK_HOME=/design/flow/orfs finish
```

==> deck_impl_summary.md <==
Implementation Results

Synth
  – EDFF count, synth: 0
  – Ys cells: approximately 53
  – Top cells, area: dfrtp_1 36%, mux2_2 14%, ha_1 10%, mux2i_1 8.0%, mux2i_4 7.2%
  – Area leader share: 35.9%
  – Top cells by count, synth: 9 x dfrtp_1, 8 x mux2_2, 5 x ha_1, 5 x inv_1, 5 x mux2i_1
  – Syn Area/Cell: 11.9 µm²
  – Seq share, synth: 35.9%
  – Post-Synthesis Cells: 53
  – Yosys reg bits: 9
  – Unique cell types: 20
  – Top-count cell post-synth: dfrtp_1
  – Mapped cell area: 628 µm²
  – Yosys Chip Area: 628 µm²
  – Ys Warns: 1
  – Ys async rst share: 100%
  – Top_reg_cell synth: dfrtp_1
  – Largest area contributor in the synthesized netlist: dfrtp_1

Clock network
  – CTS root buf: clkbuf_4
  – CTS tree: yes
  – H-tree Lvls: 1
  – TritonCTS Buffers: 3
  – CTS sink count: 9
  – Hold_buf cts: 0
  – Worst-path clk slew: 60 ps
  – Clk Latency, worst-skew pair: 250 ps
  – Clock Path Buffers: 2

Pwr
  – Tot Pwr: approximately 0.43 mW
  – Worst vdd ir: 300 µV
  – Pwr dens: ~460 nW/µm²
  – Static Leakage: ~0.42 nW

Finish
  – Post-layout util: 27.8%
  – Logic area: 357 µm²
  – Layout cells sized above 1: 35.0%
  – FF/Latch Area: 226 µm²
  – FILL cells: around 370
  – Area delta synth->final: 51.2%

Floorplan
  – Die Y: 80 µm
  – Row Count: 21
  – Area of the core: 3420 µm²
  – DIE WIDTH: about 80 µm
  – Initial Utilization: roughly 18%
  – Total die area: between 6000 and 7000 µm²
  – I/O pin cnt: 19

STA
  – Slew Limit Fails: 0
  – Slew @ Worst Pin: ~390 ps
  – Slew HR: 74.0%
  – Skew final: 0 ps
  – Unrepaired setup endpoints after global routing: yes
  – Final worst path period share: 100%
  – Final hold viol count: 0
  – Min Tclk post-route: 2500 ps
  – Fmax: between 300 and 400 MHz
  – Final Setup Violations: 1
  – Final worst slack: -2.51 ps

Run status
  – Failing checks: setup timing
  – Status: finished, violations left

Setup path
  – Reg2reg path depth: 1
  – Slowest CP cell: clkdlybuf4s50_1
  – Crit path DAT: 2000 ps
  – CP Data Required Time: ~2000 ps
  – Worst path buffer plus inverter count: 3
  – CP Class: reg -> out
  – Top delay family on crit path: buffers and inverters
  – Crit path largest cell delay: about 490 ps
  – CP max FO: 7
  – Nature of the critical path endpoint: output pin
  – Most frequent CP cell: buf_6
  – Worst setup SP type: flop
  – Crit. path cell count: 6
  – CP cell instances: buf_6, mux2i_4, buf_6, mux2i_1, o22ai_1, clkdlybuf4s50_1

Route
  – First-pass DRT Iterations: 2
  – Average vias per placed instance: 3.67
  – 1st-iter DRT viols: 5
  – Mean routed wirelength per cell: 10.1 µm
  – DR DRC count: 0
  – Routed WL: 1280 µm
  – Number of routed nets with antenna violations: 0
  – Antenna Cells: 0
  – Vias: 463

Placement
  – Post-DP HPWL: 1010 µm
  – GPL Wtd Cong: 0.746
  – PortBufs: 18

Job
  – MaxCap Viol Count: 0
  – Tool warnings: 31

GRT
  – Routing usage on met1: 4.91%
  – First-pass GRT wire length: slightly below 2000 µm
  – GR Overflow Total: 0
  – Vias in the first global route: around 420
  – Gr busiest metal: met2
  – Antenna violations before repair: 0
  – Pin count of the biggest net entering global routing: 12
  – Gr usage total: 3.71%
  – Met3 usage: about 1.8%
  – Met2 capacity usage during global routing: between 5 and 6%

Worst hold path
  – Worst min path class: reg -> reg
  – Min-Delay Path Depth: 1
==> where the power goes <==
part           internal [mW]  total, mW  switching (mW)
Combinational         0.0988      0.155          0.0565
Sequential             0.159      0.169          0.0103
Clock                 0.0612      0.108          0.0466
==> routing by layer <==
metal,vias up,share of wire [%]
met3,0,8.6
met5,-,0
met4,0,0
li1,240,-
met2,15,42
met1,208,49
==> final timing paths <==
| path | startpoint | endpoint | slack [ps] |
|---|---|---|---|
| setup / recovery | digit$_DFF_PN0_ | segments[5] | -3 |
| min in group asynchronous | reset | ten_cnt[2]$_DFFE_PN0P_ | 530 |
| setup reg to reg | unit_cnt[1]$_DFFE_PN0P_ | unit_cnt[1]$_DFFE_PN0P_ | 1710 |
| hold / removal | unit_cnt[2]$_DFFE_PN0P_ | unit_cnt[2]$_DFFE_PN0P_ | 520 |
| max in group asynchronous | reset | digit$_DFF_PN0_ | 1670 |
| hold reg to reg | unit_cnt[2]$_DFFE_PN0P_ | unit_cnt[2]$_DFFE_PN0P_ | 520 |
==> cell type report <==
class / count / area share (%)
multi-input combinational: 35 / 37.5
timing repair buffer: 27 / 27.8
sequential: 9 / 23.8
tap: 46 / 6.06
clock buffer: 4 / 2.77
inverter: 5 / 1.98
==> what timing repair did <==
action                                  CTS  global route
endpoints found under the setup margin    7             4
resized                                   9             5
buffers inserted                          4             0
pin swaps                                 2             1
==> per-stage QoR <==
stage | cell area (µm²) | setup TNS (ps) | setup slack (ps) | hold slack (ps) | instances
after floorplan | 628 | 0 | 574 | 204 | 53
after CTS | 935 | -78.0 | -25.8 | 520 | 126
after global placement | 866 | 0 | 145 | 498 | 118
after global routing | 950 | -228 | -128 | 536 | 126
after detailed placement | 866 | 0 | 117 | 503 | 118
final | 950 | -2.51 | -2.51 | 515 | 126
==> sequential cells by signal, summed over array words and instances, names as in the netlist <==
register  cells
digit         1
unit_cnt      4
ten_cnt       4
==> cells in the final DEF, fill, tap and decap left out <==
| cell | Yosys | routed |
|---|---|---|
| or2b_1 | 1 | 1 |
| clkbuf_4 | 0 | 3 |
| clkdlybuf4s50_1 | 0 | 13 |
| dfrtp_1 | 9 | 8 |
| xnor2_1 | 1 | 1 |
| mux2_2 | 8 | 8 |
| ha_2 | 0 | 1 |
| mux2i_4 | 2 | 2 |
| o22ai_1 | 3 | 3 |
| nor2_1 | 1 | 1 |
| ha_1 | 5 | 4 |
| nand3_1 | 2 | 2 |
| nand2_1 | 1 | 1 |
| buf_6 | 3 | 4 |
| o21ai_2 | 1 | 1 |
| o31ai_1 | 1 | 1 |
| dfrtp_2 | 0 | 1 |
| a21oi_1 | 1 | 1 |
| mux2_4 | 1 | 1 |
| o21ai_1 | 1 | 2 |
| buf_4 | 0 | 5 |
| mux2i_2 | 0 | 2 |
| mux2i_1 | 5 | 3 |
| dlygate4sd2_1 | 0 | 3 |
| inv_1 | 5 | 5 |
| dlymetal6s2s_1 | 0 | 2 |
| clkbuf_1 | 1 | 1 |
==> cells by family after synthesis <==
| kind of cell | count (synthesis) | synth area share [%] |
|---|---|---|
| AND-OR/OR-AND | 8 | 7.97 |
| XOR/XNOR | 1 | 1.39 |
| adder cells (fa/ha/maj) | 5 | 9.96 |
| buffers and inverters | 9 | 8.96 |
| flip-flops | 9 | 35.9 |
| multiplexers | 16 | 31.9 |
| AND/OR/NAND/NOR | 5 | 3.98 |
Power and IR drop assume default switching activity.
